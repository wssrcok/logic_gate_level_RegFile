<file path="/design/flow/constraint.sdc">
current_design register64

set clk_period 1.3
set clk_io_pct 0.2

create_clock -name clk0 -period $clk_period [get_ports {clk}]

set non_clock_inputs [all_inputs -no_clocks]
set_input_delay [expr $clk_period * $clk_io_pct] -clock clk0 $non_clock_inputs
set_output_delay [expr $clk_period * $clk_io_pct] -clock clk0 [all_outputs]
</file>
<file path="/design/flow/run.sh">
#!/bin/bash
# OpenROAD 26Q1-2900-gdf79404cd8, Yosys 0.63+post, stock flow scripts
make -C /OpenROAD-flow-scripts/flow DESIGN_CONFIG=/design/flow/config.mk WORK_HOME=/design/flow/orfs finish
</file>
<file path="/design/flow/config.mk">
export PLATFORM = sky130hd
export DESIGN_NAME = register64
export DESIGN_NICKNAME = register64
export VERILOG_FILES = /design/flow/design.v
export SDC_FILE = /design/flow/constraint.sdc
export NUM_CORES = 4
export LEC_CHECK = 1
export CORE_UTILIZATION = 40
</file>
<file path="/design/flow/design.v">
module D_FF (q, d, reset, clk);
    output reg q;
    input d, reset, clk;
    always_ff @(posedge clk)
        if (reset)
            q <= 0;  
        else
            q <= d;  
endmodule 
module mux2_1 (sel, in1, in0, out);
	input logic sel, in0, in1;
	output logic out;
	logic w1, w2, notSel;
	not #50 n1 (notSel, sel); 
	and #50 a1 (w1, notSel, in0);
	and #50 a2 (w2, sel, in1);
	or #50 o1 (out, w1, w2);
endmodule
module mux2_1_64bit(in1, in0, sel, dataOut);
    input logic [63:0] in1, in0;
    input logic sel;
    output logic [63:0] dataOut;
    genvar i;
    generate
        for (i = 63; i >= 0; i--) begin : eachMux   
            mux2_1 mux (sel, in1[i], in0[i], dataOut[i]);
        end
    endgenerate
endmodule
module register64(dataOut, dataIn, we, clk);
    input logic we, clk;
    input logic [63:0] dataIn;
    output logic [63:0] dataOut;
    logic [63:0] muxToReg;
    genvar i;
    generate
        for (i = 63; i >= 0; i--) begin : eachDff 
            D_FF dff64 (muxToReg[i], dataIn[i], 0, clk);
        end
    endgenerate
    mux2_1_64bit m64 (dataIn, muxToReg, we, dataOut);
endmodule
</file>
==> flow_metrics.py <==
# Synthesis and PnR figures
metrics = {
    "floorplan": {
        "io-pin-count": 130,
        "coreArea_um2": 6830,
        "num_rows": 30,
        "die_y_um": 86.2,
        "fp_util": 0.416,
        "die_width_um": 86.2,
        "chip_area_um2": 7440,
    },
    "timing": {
        "final_max_slew_viol_count": 0,
        "finalSetupViolations": 36,
        "worst_pin_slew_ns": 0.105,
        "relSlewSlack": 0.930,
        "fmax_mhz": 757,
        "period_needed_ns": 1.32,
        "hold_violations": 0,
        "grt_setup_unrepaired": "true",
        "finalCritPeriodShare": 1.02,
        "worst_slack_ns": -0.0207,
    },
    "setup_path": {
        "cp-end-kind": "output pin",
        "cp_common_cell": "buf_8",
        "path_delay_family": "buffers and inverters",
        "cp.arrival_ns": 1.06,
        "worstSetupStartpointType": "input pin",
        "crit_required_ns": 1.04,
        "crit_chain": "buf_16, buf_8, buf_8, mux2_4, buf_6",
        "critical-path-max-stage-delay_ns": 0.30,
        "critPathBufInv": 4,
        "worstPathMaxFanout": 7,
        "worstSetupPathType": "input pin to output pin",
        "critPathSlowestCell": "mux2_4",
    },
    "synth": {
        "yosys_area_um2": 2840,
        "synthesis.area_um2": 2840,
        "synth_seq_share": 0.451,
        "ys_ff": 64,
        "synthTopCellsByArea": "dfxtp_1, mux2_4, buf_4, buf_12, mux2_2",
        "yosys.area.top_type": "dfxtp_1",
        "synth_top_area_share": 0.451,
        "avgSynthCellArea_um2": 14.3,
        "yosysWarnings": 65,
        "ys_cells": 199,
        "syn_inst": 199,
        "synthDistinctLibCells": 6,
    },
    "power_and_ir_drop": {
        "p_seq_frac": 0.444,
        "comb_power_share": 0.156,
        "switchingPower_uw": 973,
        "p_per_area_nw_per_um2": 1210,
        "peakVddDrop_uv": 637,
        "internal_power_uw": 3740,
        "switching_share": 0.206,
        "power_frac_clock": 0.400,
        "p_leak_uw": 0.00199,
    },
    "global_routing": {
        "grt_pass1_vias": 1493,
        "track_usage": 0.132,
        "grt_overflow": 0,
        "antenna_found_initial": 0,
        "grt_max_degree": 12,
        "grt_pass1_wl_um": 7480,
    },
    "detailed_routing": {
        "first_pass_iters": 4,
        "wl_um": 4870,
        "drt_iter0_markers": 8,
        "via_per_inst": 4.06,
        "wire_per_inst_um": 12.6,
        "vias": 1577,
        "drtAntennaViolNets": 0,
        "num_antenna_cells": 0,
        "drc": 0,
    },
    "final_layout": {
        "combGateArea_um2": 957,
        "final_area_um2": 3900,
        "area_growth_pct": 37.2,
        "max_flop_register": "eachDff.dff64.q",
        "fill_cells": 624,
        "seq_area_um2": 1280,
        "drive_above_1_share": 0.562,
        "top_regs": "eachDff.dff64.q (64)",
        "largest_reg_flops": 64,
    },
    "min_path": {
        "min_from": "dataIn[34]",
        "timing.hold.worst.class": "input pin to register",
        "min_path_cells": 1,
        "min_to": "eachDff[34].dff64.q",
    },
    "clocking": {
        "clockRootBuffer": "clkbuf_8",
        "ctsLongestPathBuffers": 2,
        "numCtsBuffers": 9,
        "cts_tree": "done",
        "clkTransAtPathRegs_ns": 0.07,
        "cts_sinks": 64,
        "h-tree-depth": 3,
    },
    "job": {
        "maxCapViolCount": 0,
        "warning_count": 27,
    },
    "outcome": {
        "status": "finished with violations",
        "failed_checks": "setup timing",
    },
    "place": {
        "post-place-ws_ns": -0.345,
        "gp_congestion": 0.679,
        "placed_area_um2": 3710,
        "place_hpwl_um": 3210,
        "numPortBuffers": 129,
    },
}
## synth_stat cells (all sizes together)
cell type and instances:
buf 71, dfxtp 64, mux2 64
## logic make-up (layout without fill, tap and decap cells)
family	count (synthesis)	in the layout	share of synthesized area
buf+inv	71	164	0.216
flops	64	64	0.451
mux	64	64	0.333
## worst max-delay path by stage
stage / from / to / slack (ns) / cells past startpoint
global route: we / dataOut[16] / -0.05 / 5
finish: we / dataOut[16] / -0.02 / 5
CTS: we / dataOut[37] / -0.03 / 5
## metrics by stage
stage	TNS, ns	total power, uW	hold WS, ns	utilization	cells
finish	-0.277	4710	0.0549	0.570	388
global route	-1.54	4920	0.0434	0.570	388
CTS	-0.569	4760	0.141	0.562	388
detailed placement	-20.07	2960	0.741	0.544	360
global placement	-20.41	2960	0.733	0.544	360
floorplan	0	2650	0.288	-	199
## cell type report
type | count | share of cell area
Sequential cell | 64 | 0.329
Multi-Input combinational cell | 64 | 0.246
Timing Repair Buffer | 148 | 0.338
Clock buffer | 10 | 0.0353
Tap cell | 96 | 0.0308
Clock inverter | 6 | 0.0212
## routing by layer
| layer | vias up | global-route usage | share of wire |
|---|---|---|---|
| li1 | 783 | - | - |
| met1 | 701 | 0.210 | 0.48 |
| met2 | 85 | 0.183 | 0.40 |
| met3 | 8 | 0.0444 | 0.10 |
| met4 | 0 | 0.0242 | 0.016 |
| met5 | - | 0 | 0 |
## power by group through the flow
stage	logic [uW]	clock network [uW]	registers (uW)
CTS	731	1940	2090
global route	792	2030	2100
finish	737	1880	2090
## repair_timing
action | in CTS | in global routing
resized | 273 | 12
hold buffers | 0 | 0
endpoints found under the setup margin | 64 | 63
setup buffers | 7 | 0
cloned | 5 | 0
## cells in the final DEF, fill, tap and decap left out, drive strengths merged
master	n
mux2	64
dlygate4sd2	57
clkinvlp	1
buf	84
dlymetal6s2s	5
bufinv	2
clkinv	3
dfxtp	64
clkbuf	10
clkdlybuf4s50	2
No activity file was given, so power comes from the tool's default toggle rates.
